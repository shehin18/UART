### /design/flow/run.sh
#!/bin/bash
# OpenROAD 26Q1-2900-gdf79404cd8, Yosys 0.63+post, stock flow scripts
make -C /OpenROAD-flow-scripts/flow DESIGN_CONFIG=/design/flow/config.mk WORK_HOME=/design/flow/orfs finish
### /design/flow/config.mk
export PLATFORM = sky130hd
export DESIGN_NAME = uart_rx
export DESIGN_NICKNAME = uart_rx
export VERILOG_FILES = /design/flow/design.v
export SDC_FILE = /design/flow/constraint.sdc
export NUM_CORES = 4
export LEC_CHECK = 1
export CORE_AREA = 10 10 94 94
export DIE_AREA = 0 0 104 104
### /design/flow/constraint.sdc
current_design uart_rx

set clk_period 1.6
set clk_io_pct 0.2

create_clock -name clk0 -period $clk_period [get_ports {rx_clk}]

set non_clock_inputs [all_inputs -no_clocks]
set_input_delay [expr $clk_period * $clk_io_pct] -clock clk0 $non_clock_inputs
set_output_delay [expr $clk_period * $clk_io_pct] -clock clk0 [all_outputs]
### /design/flow/design.v
module uart_rx
#(parameter CLKS_PER_BIT = 521)
  (rx_in, rx_clk, rx_out);
input rx_in;  
input rx_clk;  
output [7:0] rx_out;  
parameter IDLE = 2'b00;
parameter START = 2'b01;
parameter DATA_BURST = 2'b10;
parameter STOP = 2'b11;
reg [7:0] data = 8'h0;  
reg [7:0] rx_count = 8'h0;
reg [3:0] bitpos = 4'h0;
reg [1:0] rx_state = IDLE;
reg R1, R2;  
always @(posedge rx_clk) begin 
    R1 <= rx_in;
    R2 <= R1;
end
always @(posedge rx_clk) begin
    case (rx_state)
    IDLE : begin
        data <= 8'h0;
        bitpos <= 4'h0;
        rx_count <= 8'h0;
        if(R2 == 1'b0)  
            rx_state <= START;
        else
            rx_state <= IDLE;
    end  
    START : begin
        if (rx_count == (CLKS_PER_BIT - 1)/2) begin
            if (R2 == 1'b0) begin  
                rx_count <= 8'h0;
                rx_state <= DATA_BURST;
            end
            else
            rx_state <= IDLE;
        end
        else begin
            rx_count <= rx_count + 1;  
            rx_state <= START;
        end
    end  
    DATA_BURST : begin
        if(rx_count < CLKS_PER_BIT - 1) begin  
            rx_count <= rx_count + 1;
            rx_state <= DATA_BURST;
        end
        else begin
            rx_count <= 8'h0;
            data[bitpos] <= R2;
            if (bitpos < 3'h7) begin  
                bitpos <= bitpos + 1;
                rx_state <= DATA_BURST;
            end
            else begin
                bitpos <= 4'h0;
                rx_state <= STOP;
            end
        end
    end  
    STOP : begin
        if(rx_count < CLKS_PER_BIT - 1) begin  
            rx_count <= rx_count + 1;
            rx_state <= STOP;
        end
        else begin
            rx_count <= 8'h0;
            rx_state <= IDLE;
        end
    end  
    endcase
    end
assign rx_out = data;
endmodule
==> flow_summary.ini <==
; physical design summary
[status]
status = finished, violations left
violations = setup timing

[critical_path]
cp_max_fo = 6
ff2ff_setup_slack_ns = -0.15
r2r_cells = 5
cp-start-kind = flip-flop
r2r-end = data[1]$_SDFFCE_PN0P_
crit_type = flip-flop to flip-flop
rr_startpoint = bitpos[0]$_SDFFCE_PP0P_
cp-end-kind = flip-flop
critical_path_arrival_ns = 1.75
cp_data_required_time_ns = 1.60

[final_layout]
fillers = 753
drive_gt1_share_pct = 41.7
syn_to_final_growth_pct = 57.9
layout.cells.non_filler = 211
finalInstanceArea_mm2 = 0.00146

[route]
final_antenna_net_count = 0
vias_per_cell = 3.68
first_pass_iters = 4
dr_total_vias = 776
drc_errors = 0
wl_um = 2310
drtIter0Drc = 43
wl_per_cell_um = 11.0
antenna_cells = 0

[cts]
clk_pin_slew_worst_paths_ns = 0.06
cts_root_buffer = clkbuf_8
clock.latency.late_pin_ns = 0.24
cts_tree = yes
htreeDepth = 1
numCtsBuffers = 3
postCtsHoldBufs = 0
clockBufferDepth = 2
clock-sinks = 16

[yosys]
synth_cell_types = 33
ys_area_um2 = 923
synth_cells = 81
synth_seq_share_pct = 47.7
syn-cell-area_um2 = 923
ys.flops = 16
ys_warn_count = 1
avgSynthCellArea_um2 = 11.4
yosys_cells = 81

[timing]
relSlewSlack_pct = 78.4
fin_ws_ns = -0.151
setup_tns_ns = -0.839
period_minus_slack_ns = 1.75
timing.final.crit_share_pct = 109
setup_violations = 8
rsz0062_at_grt = yes
worst_slew_pin_slew_ns = 0.321
fmax_mhz = 571
hold_violations = 0
skew_ns = 0.00294
slew_viol_final = 0

[place]
dp_slack_ns = -0.140
dp_cells = 203
placed_area_mm2 = 0.00131
port-buffer-count = 9
gp_congestion = 0.857
dp_hpwl_um = 1750

[die]
fp.dieW_um = 104
die_height_um = 104
core_mm2 = 0.00683
chipArea_mm2 = 0.0108
rows = 30
ios = 10
fp_util_pct = 13.5

[pwr]
ir_drop_mv = 0.436
power_density_mw_per_mm2 = 546
power_uw = 796
p_leak_uw = 0.000498

[global_routing]
antenna_found_initial = 0
track_usage_pct = 4.12
grt_remaining_overflow = 0
grt_max_degree = 10
grt_pass1_wl_um = 3870
grt_pass1_vias = 750

[job]
max_cap_viol_count = 0
tool_warnings = 32

[hold_path]
holdPathEnd = R2$_DFF_P_
worstHoldPathType = flip-flop to flip-flop
hold_depth = 0
holdCritStartpoint = R1$_DFF_P_
## cells in the final DEF, fill, tap and decap left out, types with 3 or more instances in the layout
cell and count:
buf_4 25, edfxtp_1 12, clkdlybuf4s50_1 9, a32o_1 6, dfxtp_1 4, nor2_1 4
a32oi_1 4, nor3_1 4, clkbuf_8 4, and2b_1 3, nand2b_1 3
## where the power goes
group | switching [uW] | internal, uW | leakage (uW)
sequential | 1.47 | 443 | 0.000137
combinational | 0.263 | 2.18 | 0.000333
clock | 131 | 218 | 0.0000288
## metrics by stage
stage | hold slack (ns) | util (%)
floorplan | 0.310 | -
global placement | 0.312 | 19.2
detailed placement | 0.312 | 19.2
CTS | 0.327 | 20.7
global route | 0.347 | 21.3
finish | 0.327 | 21.3
## critical path, cell delays in order (launching register included)
cell      delay (ns)
edfxtp_1        0.48
nor2_1          0.30
buf_4           0.18
o21ai_4         0.08
a22o_1          0.23
a32o_1          0.23
## timing repair
item	in CTS	in global routing
pin swaps	3	1
buffers inserted	2	2
resized	7	5
cloned	0	0
endpoints found under the setup margin	9	10
## cell type report
| class | count | area, um^2 | area share [%] |
|---|---|---|---|
| inverter | 4 | 17.5 | 1.20 |
| sequential | 16 | 440 | 30.2 |
| tap | 96 | 120 | 8.24 |
| timing repair buffer | 35 | 289 | 19.8 |
| multi-input combinational | 56 | 536 | 36.7 |
| clock buffer | 4 | 55.1 | 3.78 |
## routing by layer
metal / part of all wire (%) / global-route usage (%) / vias to the layer above
met4: 2.6 / 1.19 / 0
met3: 3.0 / 0.501 / 2
met1: 51 / 6.12 / 356
li1: - / - / 392
met5: 0 / 0 / -
met2: 44 / 6.08 / 26
## cells by family (layout without fill, tap and decap cells)
family / count (synthesis) / after routing / share of synthesized area (%)
and+or+nand+nor: 27 / 27 / 18.4
adders and majority gates: 5 / 5 / 6.78
buffers and inverters: 9 / 43 / 4.74
xor gates and xnor gates: 1 / 1 / 0.949
DFF: 16 / 16 / 47.7
AOI/OAI and AO/OA: 21 / 21 / 19.2
muxes: 2 / 2 / 2.17
## worst max path at each step
stage,start,end,cells after the start
final,bitpos[0]$_SDFFCE_PP0P_,data[1]$_SDFFCE_PN0P_,5
after CTS,bitpos[0]$_SDFFCE_PP0P_,data[1]$_SDFFCE_PN0P_,5
after global routing,bitpos[0]$_SDFFCE_PP0P_,data[2]$_SDFFCE_PN0P_,5
## registers in the layout, indices dropped and copies added (netlist names)
signal	flops
rx_state	2
R1	1
data	8
R2	1
bitpos	4
## Yosys cell counts
library cell  number  area [um^2]
a21oi_1            2         10.0
or2_2              1         6.26
buf_2              2         10.0
and4_1             1         8.76
a32oi_1            4         35.0
or3b_4             1         11.3
ha_1               5         62.6
nor4b_1            2         17.5
o211ai_1           1         7.51
nor3_2             1         10.0
a22o_1             2         17.5
a41oi_1            1         8.76
nor4_1             1         6.26
inv_2              1         3.75
mux2i_1            2         20.0
nor2b_1            2         12.5
dfxtp_1            4         80.1
nor2_1             4         15.0
o21ai_2            1         8.76
nor3_1             5         25.0
a32o_1             6         60.1
nand2b_1           3         18.8
edfxtp_1          12          360
buf_6              1         11.3
nand4b_1           1         8.76
and2b_1            3         22.5
clkbuf_1           2         7.51
xnor2_1            1         8.76
o21ai_1            1         5.00
inv_1              3         11.3
a2111oi_0          2         17.5
nand2_1            2         7.51
o21bai_1           1         7.51
No activity file was given, so power comes from the tool's default toggle rates.
